### design/flow/run.sh
#!/bin/bash
# OpenROAD 26Q1-2900-gdf79404cd8, Yosys 0.63+post, stock flow scripts
make -C /OpenROAD-flow-scripts/flow DESIGN_CONFIG=/design/flow/config.mk WORK_HOME=/design/flow/orfs finish
### design/flow/config.mk
export PLATFORM = sky130hd
export DESIGN_NAME = SME
export DESIGN_NICKNAME = SME
export VERILOG_FILES = /design/flow/design.v
export SDC_FILE = /design/flow/constraint.sdc
export NUM_CORES = 4
export LEC_CHECK = 1
export CORE_UTILIZATION = 50
### design/flow/constraint.sdc
current_design SME

set clk_period 5.7
set clk_io_pct 0.2

create_clock -name clk0 -period $clk_period [get_ports {clk}]

set non_clock_inputs [all_inputs -no_clocks]
set_input_delay [expr $clk_period * $clk_io_pct] -clock clk0 $non_clock_inputs
set_output_delay [expr $clk_period * $clk_io_pct] -clock clk0 [all_outputs]
### design/flow/design.v
module SME(clk,reset,chardata,isstring,ispattern,valid,match,match_index);
input clk;
input reset;
input [7:0] chardata;
input isstring;
input ispattern;
output reg match;
output reg [4:0] match_index;
output reg valid;
reg [7:0]string_reg[33:0];
reg [7:0]pattern_reg[7:0];
reg string_reg_e,pattern_reg_e;
reg [3:0]fsm,fsm_next;
reg [5:0]st_conter,st_conter_next;
reg [2:0]pa_conter,pa_conter_next;
reg [5:0]st_conter_reg,st_conter_reg_next;
reg [2:0]pa_conter_reg,pa_conter_reg_next;
reg [5:0]st_reg,st_reg_next;
reg [2:0]pa_reg,pa_reg_next;
reg [5:0]dataA,dataA_next;
reg clear;
always@(posedge clk,posedge reset)
begin
	if(reset)
	begin
		fsm <= 4'd1;
		st_conter <= 6'd0;
		pa_conter <= 3'd0;
		st_reg <= 6'd0;
		pa_reg <= 3'd0;
		st_conter_reg <= 6'd0;
		pa_conter_reg <= 3'd0;
		dataA <= 6'd0;
	end
	else
	begin
		fsm <= fsm_next;
		st_reg <= st_reg_next;
		pa_reg <= pa_reg_next;
		st_conter_reg <= st_conter_reg_next;
		pa_conter_reg <= pa_conter_reg_next;
		dataA <= dataA_next;
		if(isstring)
		begin
			string_reg[st_conter] <= chardata;
			st_conter <= st_conter + 6'd1;
		end
		if(ispattern)
		begin
			pattern_reg[pa_conter] <= chardata;
			pa_conter <= pa_conter + 3'd1;
		end
		if(clear)
		begin
			st_conter <= 6'd0;
			pa_conter <= 3'd0;
		end
	end
end
always@(*)
begin
	case(fsm)
		4'd1:  
		begin
			fsm_next = fsm;
			st_reg_next = 6'd0;
			pa_reg_next = 3'd0;
			st_conter_reg_next = st_conter_reg;
			pa_conter_reg_next = pa_conter_reg;
			clear = 1'b0;
			dataA_next = dataA;
			valid = 1'b0;
			match = 1'b0;
			match_index = 5'd0;
			if(!(isstring | ispattern))
			begin
				fsm_next = 4'd2;
				if(st_conter != 6'd0)
					st_conter_reg_next = st_conter;
				pa_conter_reg_next = pa_conter;
				clear = 1'b1;
			end
		end
		4'd2:
		begin
			fsm_next = fsm;
			st_reg_next = st_reg + 6'd1;
			pa_reg_next = pa_reg;
			st_conter_reg_next = st_conter_reg;
			pa_conter_reg_next = pa_conter_reg;
			clear = 1'b0;
			dataA_next = dataA;
			valid = 1'b0;
			match = 1'b0;
			match_index = 5'd0;
			if(st_reg == st_conter_reg)
			begin
				fsm_next = 4'd10;  
			end
			else
			begin
				if(pattern_reg[pa_reg] == 8'h5E && st_reg == 6'd0)   
				begin
					fsm_next = 4'd3;
					pa_reg_next = pa_reg + 3'd1;
					st_reg_next = st_reg;
					dataA_next = st_reg;
				end
				else if(pattern_reg[pa_reg] == 8'h5E && string_reg[st_reg] == 8'h20)   
				begin
					fsm_next = 4'd3;
					st_reg_next = st_reg + 6'd1;
					pa_reg_next = pa_reg + 3'd1;
					dataA_next = st_reg + 6'd1;
				end
				else if(pattern_reg[pa_reg] == 8'h2E)   
				begin
					fsm_next = 4'd3;
					st_reg_next = st_reg;
					dataA_next = st_reg;
				end
				else if(pattern_reg[pa_reg] == string_reg[st_reg])
				begin
					fsm_next = 4'd3;
					st_reg_next = st_reg;
					dataA_next = st_reg;
				end
			end
		end
		4'd3:
		begin
			fsm_next = fsm;
			st_reg_next = st_reg + 6'd1;
			pa_reg_next = pa_reg + 3'd1;
			st_conter_reg_next = st_conter_reg;
			pa_conter_reg_next = pa_conter_reg;
			clear = 1'b0;
			dataA_next = dataA;
			valid = 1'b0;
			match = 1'b0;
			match_index = 5'd0;
			if(pattern_reg[pa_reg] == 8'h24 && st_reg == st_conter_reg)   
			begin
				fsm_next = 4'd11;  
			end
			else if(pattern_reg[pa_reg] == 8'h24 && string_reg[st_reg] == 8'h20)   
			begin
				fsm_next = 4'd11;  
			end
			else if(pattern_reg[pa_reg] == 8'h24 && string_reg[st_reg] == 8'h20)   
			begin
				fsm_next = 4'd11;  
			end
			else if(pattern_reg[pa_reg] == 8'h2E && pa_reg + 3'd1 == pa_conter_reg)   
			begin
				fsm_next = 4'd11;
			end
			else if(st_reg == st_conter_reg)
			begin
				fsm_next = 4'd10;  
			end
			else if(pattern_reg[pa_reg] == 8'h2E)   
			begin
				fsm_next = fsm;
			end
			else if(pattern_reg[pa_reg] != string_reg[st_reg])  
			begin
				fsm_next = 4'd2;
				st_reg_next = dataA + 6'd1;
				pa_reg_next = 3'd0;
			end
			else if(pa_reg + 3'd1 == pa_conter_reg)
			begin
				fsm_next = 4'd11;   
			end
		end
		4'd10:		 
		begin
			fsm_next = 4'd1;
			st_reg_next = 6'd0;
			pa_reg_next = 3'd0;
			st_conter_reg_next = st_conter_reg;
			pa_conter_reg_next = pa_conter_reg;
			clear = 1'b0;
			dataA_next = dataA;
			valid = 1'b1;
			match = 1'b0;
			match_index = 5'd0;
		end
		4'd11:		 
		begin
			fsm_next = 4'd1;
			st_reg_next = 6'd0;
			pa_reg_next = 3'd0;
			st_conter_reg_next = st_conter_reg;
			pa_conter_reg_next = pa_conter_reg;
			clear = 1'b0;
			dataA_next = dataA;
			valid = 1'b1;
			match = 1'b1;
			match_index = dataA[4:0];
		end
		default:
		begin
			fsm_next = 4'd0;
			st_reg_next = 6'd0;
			pa_reg_next = 3'd0;
			st_conter_reg_next = st_conter_reg;
			pa_conter_reg_next = pa_conter_reg;
			clear = 1'b0;
			dataA_next = dataA;
			valid = 1'b0;
			match = 1'b0;
			match_index = 5'd0;
		end
	endcase
end
endmodule
==> out/results.env <==
DETAILED_ROUTING_ITERATION_COUNT_FOR_THE_PRE_ANTENNA_REPAIR_PASS=8
YS_CHIP_AREA_UM2=16200
DETAIL_ROUTE.VIAS_PER_CELL=6.41
P_INT_mW=4.50
MAX-SLEW-MARGIN-REL_PCT=38.1
CRITICAL_PATH.STARTPOINT_TYPE='register'
NUMBER_OF_ANTENNA_VIOLATIONS_AT_THE_FIRST_CHECK_IN_GLOBAL_ROUTING=0
CRITICALPATHCATEGORY='reg -> reg'
DIE-WIDTH_UM=182
CRIT_ARRIVAL_PS=5330
IO_BUFFERS=18
WORST_HOLD_MARGIN_PS=493
SETUP_BUFS_POST_CTS=0
DETAILED_PLACE.AREA_UM2=17000
YOSYSCELLCOUNT=1172
FINAL.MIN_CLOCK_PERIOD_PS=4930
INSERTION_DELAY_AT_THE_LATE_PIN_OF_THE_WORST_SKEW_PAIR_PS=540
DP_HPWL_UM=33400
INSTANCE_TALLY_AFTER_LOGIC_SYNTHESIS=1172
SETUP-VIOLATIONS-FINAL=0
CTS-ROOT-TO-SINK-BUFFERS=3
FINALMAXSLEWVIOLATIONS=0
WIRELENGTH_UM=49700
CORE_AREA_UM2=31800
FINAL_HOLD_VIOL_COUNT=0
CLK_TRANSITION_REPORTED_PATHS_PS=60
DRIVE_ABOVE_1_SHARE_PCT=12.7
SW_FRAC_OF_TOTAL_PCT=23.4
SYNTH_FLOPS=374
FILLCELLCOUNT=2510
CHIPHEIGHT_UM=182
NUM_VIAS=10800
GRT_PASS1_WL_UM=72300
FINAL.PERIOD_UTILIZATION_PCT=86.5
CTS_RESIZED=0
INITIALDRTVIOLATIONCOUNT=999
GRTUSAGEMET1_PCT=49.2
POWERDENSITY_nW_PER_UM2=322
CP-END-KIND='register'
GRTUSAGEMET3_PCT=22.3
CAP_VIOL_MAX_COUNT=0
UNREPAIRED_SETUP_ENDPOINTS_AFTER_GLOBAL_ROUTING='false'
PLACEMENT_ROWS=65
CLOCK_TREE_FROM_TRITONCTS='yes'
WORSTHOLDPATHTYPE='reg -> reg'
BUFFER_CELL_DRIVING_THE_CLOCK_TREE_ROOT='sky130_fd_sc_hd__clkbuf_16'
YS_WARN_COUNT=3
TIMING.CLOCK.SKEW_PS=16.9
CTS_SINKS=374
DOMINANTREGCELLSYNTH='sky130_fd_sc_hd__edfxtp_1'
FP-UTILIZATION_PCT=51.1
COMBINATIONALPOWERSHARE_PCT=5.6
POSTCTSHOLDBUFS=0
FIRST_GLOBAL_VIAS=10800
RUN_STATUS='complete, no violations'
ANT_NETS=0
CP_MAX_FO=16
POWER.STATIC_LEAKAGE_nW=6.18
IR_DROP_mV=0.240
GRT.MET2_USAGE_PCT=45.0
ROUTE.ANTENNA.DIODE_COUNT=0
FINAL_CORE_UTILIZATION_PCT=57.3
ENABLE_FLOP_CELLS=336
SYN2LAYOUT_AREA_GROWTH_PCT=12.3
IO-PIN-COUNT=19
TOOL_WARNINGS=39
SYN-CELL-AREA_UM2=16200
CP.REQUIRED_PS=6100
DETAIL_ROUTE.WL_PER_CELL_UM=29.6
PLACE_CONGESTION=1.07
CHIP_AREA_UM2=33200
MAX_REG_FLOPS=272
GRT_OVERFLOW=0
FINAL_AREA_UM2=18200
YS_SEQ_SHARE_PCT=68.0
P_SW_mW=1.38
NUMBER_OF_BUFFERS_CREATED_BY_CTS=40
SEQ_POWER_SHARE_PCT=54.1
NUMBER_OF_DISTINCT_LIBRARY_CELLS_AFTER_SYNTHESIS=84
TIMING_WORST_SLEW_PIN_VALUE_PS=905
CLOCK.FMAX_MHz=203
HTREEDEPTH=2
SYNTHESIS.AREA_PER_INSTANCE_UM2=13.9
GRT_USE_TOTAL_PCT=33.7
POWER_mW=5.87
SYNTH-ASYNC-RESET-RATIO_PCT=10.2
SETUP_TNS_PS=0
PWR-SHARE-CLK_PCT=40.3
GRT_START_MAX_NET_PINS=43
DRC_ERRORS=0
GR-MAX-USAGE-LAYER='met1'
==> cells in the final DEF, fill, tap and decap left out, drive strengths merged, types with 32 or more instances in the layout <==
cell type / count
and3: 41
nand2: 49
clkbuf: 47
a22oi: 38
edfxtp: 336
nor3: 32
nor2: 52
buf: 62
a21oi: 32
nand3: 58
dfrtp: 37
==> metrics by stage <==
stage / cells / worst slack, ps
2_1_floorplan: 1172 / 1900
3_3_place_gp: 1608 / 28.7
3_5_place_dp: 1609 / 893
4_1_cts: 1680 / 857
5_1_grt: 1680 / 495
6_report: 1680 / 769
==> layout make-up <==
type	instances	area, um^2	area share [%]
multi-input combinational	701	4790	26.3
sequential	374	11000	60.6
clock buffer	47	1050	5.74
tap	435	544	2.98
inverter	26	97.6	0.535
timing repair buffer	73	569	3.12
clock inverter	24	144	0.789
==> logic make-up after synthesis <==
| family | after synthesis | synth area share (%) |
|---|---|---|
| buf+inv | 97 | 2.59 |
| mux | 38 | 2.55 |
| xor+xnor | 29 | 1.56 |
| simple gates | 386 | 13.4 |
| flops | 374 | 68.0 |
| compound gates | 227 | 10.3 |
| fa+ha+maj | 21 | 1.62 |
==> worst max-delay path: stages (launching register included) <==
cell                              delay (ps)
sky130_fd_sc_hd__dfrtp_1                 800
sky130_fd_sc_hd__buf_4                   360
sky130_fd_sc_hd__and3b_1                 260
sky130_fd_sc_hd__and3_1                  280
sky130_fd_sc_hd__a2111oi_1               510
sky130_fd_sc_hd__clkdlybuf4s15_2         330
sky130_fd_sc_hd__nand4_1                 210
sky130_fd_sc_hd__o31ai_1                 330
sky130_fd_sc_hd__xor2_1                  100
sky130_fd_sc_hd__or4b_4                  530
sky130_fd_sc_hd__o21ai_4                 220
sky130_fd_sc_hd__nor2b_1                 170
sky130_fd_sc_hd__and2_1                  240
sky130_fd_sc_hd__a221oi_1                360
sky130_fd_sc_hd__a21oi_1                  70
==> cell usage after synthesis, drive strengths merged, types with 4 or more instances <==
cell type    n  share of area [%]
or3         10               0.39
nor2        52                1.2
and3        41                1.6
inv         26               0.60
a22o        14               0.75
mux2i       23                1.4
o311ai       4               0.22
o31ai        6               0.28
nand4b       5               0.27
o21a         6               0.28
edfxtp     336                 62
a22oi       38                1.8
nor3        32                1.0
mux2        14               0.99
nor3b        9               0.45
buf         35                1.2
a32o         5               0.31
nor2b       10               0.39
clkbuf      36               0.83
and3b        8               0.43
nand2       49                1.1
nor4        13               0.50
nand2b      16               0.62
nand3       58                1.8
nand4       19               0.73
a211oi       6               0.31
ha          21                1.6
o22ai        9               0.35
or4          4               0.18
dfrtp       37                5.7
a31oi       19               0.73
a21oi       32               0.99
a32oi        8               0.43
or3b         4               0.22
xor2        11               0.59
a222oi      12               0.74
nand3b      10               0.46
xnor2       18               0.97
o21ai       30               0.99
a221oi       8               0.47
a2111oi      8               0.47
and2        30                1.2
or2          6               0.23
==> power by group through the flow <==
stage	Combinational (mW)	Clock (mW)	Sequential, mW
6_report	0.328	2.37	3.18
4_1_cts	0.325	2.40	3.18
5_1_grt	0.356	2.50	3.19
==> path summary, 6_finish.rpt <==
kind	startpoint	endpoint	slack, ps	depth (start not counted)
min in group asynchronous	reset	pa_conter_reg[0]$_DFFE_PP0P_	1170	3
hold / removal	fsm[0]$_DFF_PP1_	fsm[0]$_DFF_PP1_	490	2
setup / recovery	st_reg[5]$_DFFE_PP0P_	st_reg[1]$_DFFE_PP0P_	770	14
hold reg to reg	fsm[0]$_DFF_PP1_	fsm[0]$_DFF_PP1_	490	2
max in group asynchronous	reset	st_reg[3]$_DFFE_PP0P_	4160	3
setup reg to reg	st_reg[5]$_DFFE_PP0P_	st_reg[1]$_DFFE_PP0P_	770	14
==> per-layer routing <==
metal / vias to the layer above / share of wire (%)
li1: 4705 / -
met1: 5255 / 38
met2: 700 / 43
met3: 109 / 16
met4: 2 / 3.4
met5: - / 0.050
Power and IR drop assume default switching activity.
